## /design/flow/design.v

```verilog
module rggen_bit_field_counter #(
  parameter int             WIDTH         = 8,
  parameter bit [WIDTH-1:0] INITIAL_VALUE = '0
)(
  input   logic                 i_clk,
  input   logic                 i_rst_n,
  rggen_bit_field_if.bit_field  bit_field_if,
  input   logic                 i_clear,
  input   logic                 i_up,
  input   logic                 i_down,
  output  logic [WIDTH-1:0]     o_count
);
  logic             access_valid;
  logic [WIDTH-1:0] write_mask;
  logic [WIDTH-1:0] write_data;
  logic [WIDTH-1:0] count;
  logic [1:0]       up_down;
  assign  bit_field_if.value      = count;
  assign  bit_field_if.read_data  = count;
  assign  o_count                 = count;
  assign  access_valid  = bit_field_if.valid;
  assign  write_mask    = bit_field_if.write_mask;
  assign  write_data    = bit_field_if.write_data;
  assign  up_down       = {i_up, i_down};
  always_ff @(posedge i_clk, negedge i_rst_n) begin
    if (!i_rst_n) begin
      count <= INITIAL_VALUE;
    end
    else if (i_clear) begin
      count <= INITIAL_VALUE;
    end
    else if (access_valid && (write_mask != '0)) begin
      count <= (write_data & write_mask) | (count & (~write_mask));
    end
    else begin
      case (up_down)
        2'b10:  count <= count + WIDTH'(1);
        2'b01:  count <= count - WIDTH'(1);
      endcase
    end
  end
endmodule
```

## /design/flow/run.sh

```bash
#!/bin/bash
# OpenROAD 26Q1-2900-gdf79404cd8, Yosys 0.63+post, stock flow scripts
make -C /OpenROAD-flow-scripts/flow DESIGN_CONFIG=/design/flow/config.mk WORK_HOME=/design/flow/orfs finish
```

## /design/flow/config.mk

```make
export PLATFORM = sky130hd
export DESIGN_NAME = rggen_bit_field_counter
export DESIGN_NICKNAME = rggen_bit_field_counter
export VERILOG_FILES = /design/flow/design.v
export SDC_FILE = /design/flow/constraint.sdc
export NUM_CORES = 4
export LEC_CHECK = 1
export CORE_AREA = 10 10 76 76
export DIE_AREA = 0 0 86 86
```

## /design/flow/constraint.sdc

```tcl
current_design rggen_bit_field_counter

set clk_period 3.9
set clk_io_pct 0.2

create_clock -name clk0 -period $clk_period [get_ports {i_clk}]

set non_clock_inputs [all_inputs -no_clocks]
set_input_delay [expr $clk_period * $clk_io_pct] -clock clk0 $non_clock_inputs
set_output_delay [expr $clk_period * $clk_io_pct] -clock clk0 [all_outputs]
```

==> impl_metrics.env <==
# flow metrics
export IMPL_use_met2_pct=5.95
export IMPL_ys_cells=67
export IMPL_common_cells="8 x dfrtp_1, 7 x nor2_1, 5 x a21oi_1, 5 x xnor2_1"
export IMPL_final_setup_skew_ps=6.30
export IMPL_initial_core_util_pct=15.1
export IMPL_ctsHoldBuffers=0
export IMPL_num_antenna_cells=0
export IMPL_grt_use_met1_pct=5.49
export IMPL_synthDistinctLibCells=30
export IMPL_p_per_area_nw_per_um2=445
export IMPL_die_area_um2=7400
export IMPL_final_max_slew_viol_count=0
export IMPL_max_freq_mhz=389
export IMPL_layout_drive_gt1_share_pct=11.5
export IMPL_post_cts_setup_buffers=0
export IMPL_numCtsBuffers=3
export IMPL_finalHoldViolations=0
export IMPL_num_fill_cells=443
export IMPL_io_buffers=12
export IMPL_worst_pin_slew_ps=454
export IMPL_yosys_cell_count_top_type="dfrtp_1"
export IMPL_die_w_um=86
export IMPL_clk_path_buf_depth=2
export IMPL_grt_total_usage_pct=4.17
export IMPL_period_used_pct=65.9
export IMPL_cts_htree_levels=1
export IMPL_viasPerCell=3.92
export IMPL_flop_cell="dfrtp_1"
export IMPL_routed_wirelength_mm=1.45
export IMPL_top_regs="count (8)"
export IMPL_die_y_um=86
export IMPL_grt_pass1_vias=515
export IMPL_timing_setup_tns_ps=0
export IMPL_async_flop_share_pct=100
export IMPL_place_gp_congestion=0.750
export IMPL_report_power_total_w=0.000361
export IMPL_cts_tree="yes"
export IMPL_grt_max_degree=12
export IMPL_vdd_drop_max_v=0.000108
export IMPL_synth_avg_cell_area_um2=9.28
export IMPL_syn_cell_area_um2=622
export IMPL_syn_inst=67
export IMPL_edf_count=0
export IMPL_grt_pass1_wl_mm=2.49
export IMPL_core_area_um2=4120
export IMPL_rsz0062_at_grt="no"
export IMPL_dp_hpwl_mm=1.13
export IMPL_cts_root_buf="clkbuf_8"
export IMPL_drc_errors=0
export IMPL_yosys_warnings=14
export IMPL_crit_fanout=8
export IMPL_wl_per_cell_um=11.3
export IMPL_warnings=25
export IMPL_clk_pin_slew_ps=40
export IMPL_area_leaders="dfrtp_1 32%, ha_1 8.0%, xnor2_1 7.0%"
export IMPL_worstSetupEndpointType="register"
export IMPL_critPathLaunchType="input pin"
export IMPL_vias=502
export IMPL_cp_required_ps=4060
export IMPL_gr_total_overflow=0
export IMPL_critPathArrivalTime_ps=2730
export IMPL_largest_register="count"
export IMPL_io_pins=13
export IMPL_ant_nets=0
export IMPL_min_period_ps=2570
export IMPL_slew_headroom_pct=69.6
export IMPL_rows=23
export IMPL_drt_first_pass_iters=3
export IMPL_cts_sinks=8
export IMPL_largest_register_ffs=8
export IMPL_max_cap_violations=0
export IMPL_synth_seq_share_pct=32.2
export IMPL_yosys_area_um2=622
export IMPL_p_leak_nw=0.319
export IMPL_drtIter0Drc=69
export IMPL_cts_resized=0
export IMPL_clk_latency_ps=230
export IMPL_numSynthFlops=8
export IMPL_syn_to_final_growth_pct=30.4
export IMPL_antenna_found_initial=0
export IMPL_synth_top_area_share_pct=32.2
export IMPL_grt_busiest_layer="met2"
export IMPL_path_class="input pin to register"
export IMPL_setup_violations=0
export IMPL_top_area_cell="dfrtp_1"
export IMPL_run_status="complete, no violations"
export IMPL_use_met3_pct=2.38
export IMPL_min_path_type="register to register"
metrics by stage:
step	cells	area, um^2	hold slack, ps	utilization, %	worst slack (ps)
after CTS	128	811	576	19.7	1330
after floorplan	67	622	484	-	1590
final	128	811	572	19.7	1330
after global routing	128	811	631	19.7	1150
after detailed placement	125	769	568	18.7	1100
after global placement	125	769	542	18.7	1120
critical path: stages:
cell and delay [ps]:
clkdlybuf4s50_1 450, nand2b_4 190, xnor2_1 140, ha_1 200, nand2_1 70, a22oi_2 180, a21oi_1 130, or4_1 480
nand3_1 100
kinds of logic (layout without fill, tap and decap cells):
kind of cell / after synthesis / after routing / synth area share (%)
and+or+nand+nor: 26 / 26 / 22.7
AOI/OAI and AO/OA: 14 / 14 / 15.7
DFF: 8 / 8 / 32.2
xor gates and xnor gates: 6 / 6 / 8.45
buffers and inverters: 6 / 17 / 7.65
adders and majority gates: 5 / 5 / 9.86
muxes: 2 / 2 / 3.42
cells in the final DEF (no fill, tap or decap):
cell type	n
nor2_1	7
maj3_2	1
xnor2_1	5
o31ai_1	1
a22oi_2	1
a211oi_1	1
clkdlybuf4s50_1	12
mux2_1	1
and2_1	1
a221oi_2	1
nand2_1	4
dfrtp_1	8
nor3_1	3
inv_6	1
a31oi_1	2
xor2_1	1
ha_1	4
o21ai_1	1
nand3_1	4
nor3b_2	1
or4_1	1
inv_1	1
a21oi_1	5
mux2i_1	1
o211ai_1	1
clkbuf_8	3
nand2b_4	1
o21ai_0	1
nor2b_1	4
area by class of cell:
class | instances | area [um^2] | area share [%]
clock buffers | 3 | 41.3 | 5.09
inverters | 2 | 12.5 | 1.54
multi-input cells | 53 | 374 | 46.1
flip-flops and latches | 8 | 200 | 24.7
well taps | 50 | 62.6 | 7.72
repair buffers | 12 | 120 | 14.8
power by group:
part / total, W / leakage (nW) / switching (W) / internal (W)
clock: 0.0000977 / 0.0216 / 0.0000310 / 0.0000667
sequential: 0.000121 / 0.104 / 0.0000204 / 0.000101
combinational: 0.000142 / 0.193 / 0.0000607 / 0.0000808
total: 0.000361 / 0.319 / 0.000112 / 0.000249
layer usage:
layer	up-vias	wire (um)
li1	260	-
met1	229	680
met2	11	623
met3	2	134
met4	0	9
met5	-	0
path summary, 6_finish.rpt:
kind / slack [ps] / cells after the start / start / to
setup / recovery: 1330 / 9 / i_up / count[6]
hold / removal: 570 / 1 / count[0] / count[0]
setup reg to reg: 2040 / 7 / count[1] / count[6]
hold reg to reg: 570 / 1 / count[0] / count[0]
max in group asynchronous: 2770 / 1 / i_rst_n / count[0]
min in group asynchronous: 840 / 1 / i_rst_n / count[3]
Power is estimated from default activity; no workload was simulated.
